[design/flow/design.v]
module clkgen#(parameter div=3) (input clk, output clk_out);
  logic[3:0] count;
  logic clk_out;
  always @(posedge clk) begin 
    if(count==div-1)count=0;
    else count=count+1;
  end 
  always @(negedge clk) begin 
    if(count==div-1)count=0;
    else count=count+1;
  end 
  always @(count) begin 
    if(count==div-1) clk_out=~clk_out;
  end 
  initial begin 
    clk_out=0;
    count=0;
  end 
endmodule 
[design/flow/constraint.sdc]
current_design clkgen

set clk_period 1.0
set clk_io_pct 0.2

create_clock -name clk0 -period $clk_period [get_ports {clk}]

set non_clock_inputs [all_inputs -no_clocks]
set_input_delay [expr $clk_period * $clk_io_pct] -clock clk0 $non_clock_inputs
set_output_delay [expr $clk_period * $clk_io_pct] -clock clk0 [all_outputs]
[design/flow/config.mk]
export PLATFORM = sky130hd
export DESIGN_NAME = clkgen
export DESIGN_NICKNAME = clkgen
export VERILOG_FILES = /design/flow/design.v
export SDC_FILE = /design/flow/constraint.sdc
export NUM_CORES = 4
export LEC_CHECK = 1
export CORE_AREA = 10 10 70 70
export DIE_AREA = 0 0 80 80
[design/flow/run.sh]
#!/bin/bash
# OpenROAD 26Q1-2900-gdf79404cd8, Yosys 0.63+post, stock flow scripts
make -C /OpenROAD-flow-scripts/flow DESIGN_CONFIG=/design/flow/config.mk WORK_HOME=/design/flow/orfs finish
==> flow_metrics.py <==
# Metrics from the implementation run
metrics = {
    "run_status": {
        "status": "aborted with a tool error",
        "stop_stage": "1_2_yosys",
        "first-error": "ERROR: Found 4 problems in 'check -assert'.",
    },
    "logic_synthesis": {
        "ys_ff": 9,
        "synth.distinct_cells": 11,
        "yosysCellCount": 21,
        "ys_area_um2": 247.7,
        "yosysWarnings": 1,
    },
}
[cell usage after synthesis (all sizes together)]
library cell  number  area, µm²
a21oi              1      5.000
nor2               1      3.750
o21ai              1      5.000
xnor2              2      17.52
dfxtp              8      160.2
inv                2      7.510
nand2b             2      12.51
nand2              1      3.750
nand3b             1      7.510
nand3              1      10.01
dlxtn              1      15.01
[cells by family after synthesis]
group	synth area share, %
AND-OR/OR-AND	4.037
flip-flops	64.65
latches	6.059
buffers and inverters	3.031
XOR/XNOR	7.072
AND/OR/NAND/NOR	15.15
