==> ./design.v <==
module pri_arbiter#(DELAY=2) (
  input clk,
  input [2:0] req,
  output [2:0] gnt
);
  reg [DELAY:0]req0;
  reg [DELAY:0]req1;
  reg [DELAY:0]req2;
  initial begin
    req0 <= 'b000;
    req1 <= 'b000;
    req2 <= 'b000;
  end
  always @(posedge clk) begin
    casex (req)
      3'b??1 : begin
        req0 <= {req0[DELAY-1:0],1'b1};
        req1 <= {req1[DELAY-1:0],1'b0};
        req2 <= {req2[DELAY-1:0],1'b0};
      end
      3'b?10 : begin
        req0 <= {req0[DELAY-1:0],1'b0};
        req1 <= {req1[DELAY-1:0],1'b1};
        req2 <= {req2[DELAY-1:0],1'b0};
      end
      3'b100 : begin
        req0 <= {req0[DELAY-1:0],1'b0};
        req1 <= {req1[DELAY-1:0],1'b0};
        req2 <= {req2[DELAY-1:0],1'b1};
      end
      3'b000 : begin
        req0 <= {req0[DELAY-1:0],1'b0};
        req1 <= {req1[DELAY-1:0],1'b0};
        req2 <= {req2[DELAY-1:0],1'b0};
      end
    endcase
  end
  assign gnt = {req2[DELAY],req1[DELAY],req0[DELAY]};
endmodule
==> ./run.sh <==
#!/bin/bash
# OpenROAD 26Q1-2900-gdf79404cd8, Yosys 0.63+post, stock flow scripts
make -C /OpenROAD-flow-scripts/flow DESIGN_CONFIG=/design/flow/config.mk WORK_HOME=/design/flow/orfs finish
==> ./config.mk <==
export PLATFORM = sky130hd
export DESIGN_NAME = pri_arbiter
export DESIGN_NICKNAME = pri_arbiter
export VERILOG_FILES = /design/flow/design.v
export SDC_FILE = /design/flow/constraint.sdc
export NUM_CORES = 4
export LEC_CHECK = 1
export CORE_AREA = 10 10 70 70
export DIE_AREA = 0 0 80 80
==> ./constraint.sdc <==
current_design pri_arbiter

set clk_period 1.0
set clk_io_pct 0.2

create_clock -name clk0 -period $clk_period [get_ports {clk}]

set non_clock_inputs [all_inputs -no_clocks]
set_input_delay [expr $clk_period * $clk_io_pct] -clock clk0 $non_clock_inputs
set_output_delay [expr $clk_period * $clk_io_pct] -clock clk0 [all_outputs]
==> run notes <==
Implementation summary

The first routing iteration left 2 violations. The number of synthesized flops with an enable pin is 0. For this run, the leading register cell type out of synthesis is sky130_fd_sc_hd__dfxtp_1.

The arrival time at the worst endpoint is 0.67 ns. The number of cell rows is 21. The largest net degree at the start of global routing is 6. The detailed-routing iteration count for the pre-antenna-repair pass is 2.

The routed wire length per instance is 5.42 um. The layout overhead on the synthesized area is 46.7%. The register bit count reported by yosys is 9. The number of setup buffers added after CTS is 0. The count of warnings emitted by yosys is 1.

Max-cap violations in this run came to 0. The transition time recorded at the tightest slew-check pin is 0.117 ns. The cell count after synthesis came out at 15. In this run, the synthesized area fraction spent on and/or/nand/nor cells is recorded as 0.0833. The final layout contains routed wiring with a total length of 363 um. In the Yosys report the total cell count is 15. For this run, the script counts the antenna cells in the layout as 0. In this run, CTS created clock tree buffers numbering 3. The critical path goes through clkbuf_2. The final timing report derives a shortest allowable period of 0.868 ns. The area fraction of the largest cell type after synthesis is 0.800. Per the final report, max-transition violations number 0. The mean instance size in the synthesized netlist is 15.0 um2.

The sum of negative setup slack is 0 ns. Setup slack on the critical path of the routed design comes to 0.132 ns. The maximum fanout encountered on the critical timing path is 1. Of the available clock period, the critical path in the final layout requires 0.868. In the post-synthesis netlist, the biggest area contributors are sky130_fd_sc_hd__dfxtp_1 (80%), sky130_fd_sc_hd__buf_4 (10%), sky130_fd_sc_hd__nor3b_2 (5.6%). The sink count of the clock tree is 9. Ranked by instance count, the synthesized netlist is headed by sky130_fd_sc_hd__dfxtp_1 (9), sky130_fd_sc_hd__buf_4 (3), sky130_fd_sc_hd__clkbuf_1 (1), sky130_fd_sc_hd__nor2b_1 (1), sky130_fd_sc_hd__nor3b_2 (1). The type of the worst setup path is reg2out. The I/O pin count is 7. For this design, the slowest cell found on the critical path is sky130_fd_sc_hd__dfxtp_2. The buffer levels on the longest clock path is 2. The number of buffers and inverters on the critical path is 1. The startpoint class of the critical path is a register. The sequential share of the synthesized area is 0.800. The final timing report lists clock skew as 0.00229 ns. The end-of-flow timing check tallies setup violations at 0. The OpenROAD report gives the critical path a required time of 0.80 ns. The longest incremental delay of any stage on the critical path is reported as 0.32 ns.

Counting distinct cell types in the post-synthesis netlist gives 5. The post-synthesis cell type with the largest combined area is sky130_fd_sc_hd__dfxtp_1. The final hold violation count recorded for this run is 0. The xor/xnor cell area share of the yosys netlist is 0. The number of global-route vias before repair is 126. The power density normalized to cell area is 2020 nW/um2. The number of antenna violations at the first check in global routing is 0. Timing would allow up to 1150 MHz.

STA classifies the critical path endpoint as a primary output. The per-cell via count in the routed design is 1.54. The number of I/O port buffers is 6. The cell-mix breakdown from Yosys lists the compound-gate area share as 0. The DRC violation total left in the routed layout is recorded as 0. Timing analysis after detailed placement gives a worst setup slack of 0.0143 ns.

The height of the die is 80 um. The most frequently used library cell after synthesis is sky130_fd_sc_hd__dfxtp_1. The chip area in the Yosys report is 225 um2. The cell-mix breakdown from Yosys lists the adder-cell area share as 0. The clock reaches the later pin of the worst-skew pair after 0.25 ns.

The final weighted congestion in routability-driven placement is 0.621. According to the floorplan report, the placeable core area is 3420 um2. The post-placement cell area is 317 um2. The cell family contributing the most delay on the critical path is flip-flops. The overall chip area is 6400 um2.

The run finished with clean final reports. The leakage power of the design is 0.000120 uW. The chip width is 80 um.

The mux cell area share after synthesis is 0. Yosys reported that registers with async set or reset make up 0. Summed over all routing layers, the global router reports a total usage of 0.0137. In this run the number of H-tree levels came out at 1.

TritonCTS built the clock tree. Across all checked pins, the minimum headroom to the slew limit is 0.922. The first-pass GRT wire length is 641 um.

The synthesis run identifies the leading combinational cell family as buffers and inverters. The final cell area excluding filler cells is 330 um2. IR analysis of the VDD net gives a maximum drop of 0.728 mV. The total via count after detailed routing is 103. The clock-pin transition on the worst setup and hold timing paths is 0.06 ns. The most critical min-delay path falls under reg2reg. The leftover overflow at the end of global routing is 0. The count of tool warnings is 25. Setup repair after global routing left no endpoint under its margin. In the floorplan report the effective utilization is 0.0659.

The number of nets with antenna violations after detailed routing is 0. The share of final-layout standard cells stronger than drive strength 1 is 0.429. The synthesized netlist occupies a cell area of 225 um2. The library cell used as clock root buffer is sky130_fd_sc_hd__clkbuf_4.
[layout by cell type, fill, tap and decap left out]
| master | n |
|---|---|
| sky130_fd_sc_hd__dfxtp_1 | 7 |
| sky130_fd_sc_hd__clkbuf_4 | 3 |
| sky130_fd_sc_hd__clkdlybuf4s50_1 | 3 |
| sky130_fd_sc_hd__clkbuf_2 | 3 |
| sky130_fd_sc_hd__dfxtp_2 | 2 |
| sky130_fd_sc_hd__nor3b_2 | 1 |
| sky130_fd_sc_hd__nor2b_1 | 1 |
| sky130_fd_sc_hd__clkbuf_1 | 1 |
[area by class of cell]
class                   count  area, um2
well taps                  46       57.6
clock buffers               4       26.3
flip-flops and latches      9        183
fillers                   403       3090
repair buffers              6       45.0
multi-input cells           2       18.8
[per-layer routing]
layer	share of wire	routed length (um)	up-vias	track usage
met4	0	0	0	0.00176
li1	-	-	53	-
met3	0.18	65	0	0.0148
met5	0	0	-	0
met2	0.20	74	10	0.0112
met1	0.61	223	40	0.0207
[cell families after synthesis]
kind of cell           count (synthesis)
AND/OR/NAND/NOR                        2
flip-flops                             9
buffers and inverters                  4
[through the flow]
| step | total power [uW] | util | hold WS [ns] | std cells |
|---|---|---|---|---|
| after floorplan | 398 | - | 0.269 | 15 |
| after global placement | 416 | 0.0927 | 0.310 | 63 |
| after detailed placement | 417 | 0.0927 | 0.312 | 63 |
| after CTS | 681 | 0.100 | 0.323 | 67 |
| after global routing | 724 | 0.0967 | 0.333 | 67 |
| final | 668 | 0.0967 | 0.323 | 67 |
[power breakdown]
part	switching (uW)	internal [uW]	leakage, uW
Sequential	3.59	377	0.0000754
Combinational	6.76	16.6	0.0000301
Clock	111	153	0.0000150
[registers in the layout, indices dropped and copies added, names as in the netlist]
| register | flops |
|---|---|
| req2 | 3 |
| req0 | 3 |
| req1 | 3 |
[final timing paths]
check             cells past startpoint       to  slack, ns    start
hold reg to reg                       0  req2[2]       0.32  req2[1]
hold / removal                        0  req2[2]       0.32  req2[1]
setup reg to reg                      0  req2[1]       0.61  req2[0]
setup / recovery                      1   gnt[0]       0.13  req0[2]
[repair_timing]
| action | CTS | global route |
|---|---|---|
| hold buffers | 0 | 0 |
| endpoints found under the hold margin | 0 | 0 |
| setup endpoints to repair | 3 | 3 |
| gates resized | 6 | 5 |
| cloned | 0 | 0 |
Power and IR drop assume default switching activity.
