==> ./design.v <==
module rr_arbiter1 (
  input clk,
  input [2:0] req,
  output [2:0] gnt
);
  reg [2:0] gnt_int;
  assign gnt = gnt_int;
  initial begin
    gnt_int = 3'b0;
  end
  always @(posedge clk) begin
    if (gnt[0]) begin
      if (req[1]) gnt_int <= 3'b010;
      else if (req[2]) gnt_int <= 3'b100;
      else if (req[0]) gnt_int <= 3'b001;
      else gnt_int <= 3'b000;
    end
    else if (gnt[1]) begin
      if (req[2]) gnt_int <= 3'b100;
      else if (req[0]) gnt_int <= 3'b001;
      else if (req[1]) gnt_int <= 3'b010;
      else gnt_int <= 3'b000;
    end
    else  begin
      if (req[0]) gnt_int <= 3'b001;
      else if (req[1]) gnt_int <= 3'b010;
      else if (req[2]) gnt_int <= 3'b100;
      else gnt_int <= 3'b000;
    end
  end
endmodule
module rr_arbiter2#(DELAY=2) (
  input clk,
  input [2:0] req,
  output [2:0] gnt
);
  reg [2:0] gnt_int;
  reg [DELAY:0]req0;
  reg [DELAY:0]req1;
  reg [DELAY:0]req2;
  assign gnt = {req2[DELAY],req1[DELAY],req0[DELAY]};
  initial begin
    gnt_int = 3'b0;
    req0 <= 'b000;
    req1 <= 'b000;
    req2 <= 'b000;
  end
  always @(posedge clk) begin
    casex ({gnt_int,req})
      6'bxxx_000: gnt_int <= 3'b000;
      6'bx00_??1: gnt_int <= 3'b001;
      6'bx00_?10: gnt_int <= 3'b010;
      6'bx00_100: gnt_int <= 3'b100;
      6'b001_001: gnt_int <= 3'b001;
      6'b001_?1?: gnt_int <= 3'b010;
      6'b001_10?: gnt_int <= 3'b100;
      6'b010_0?1: gnt_int <= 3'b001;
      6'b010_010: gnt_int <= 3'b010;
      6'b010_1??: gnt_int <= 3'b100;
    endcase  
  end
  always @(gnt_int) begin
    case (gnt_int)
      3'b001: begin
        req0 = {req0[DELAY-1:0],1'b1};
        req1 = {req1[DELAY-1:0],1'b0};
        req2 = {req2[DELAY-1:0],1'b0};
      end
      3'b010: begin
        req0 = {req0[DELAY-1:0],1'b0};
        req1 = {req1[DELAY-1:0],1'b1};
        req2 = {req2[DELAY-1:0],1'b0};
      end
      3'b100: begin
        req0 = {req0[DELAY-1:0],1'b0};
        req1 = {req1[DELAY-1:0],1'b0};
        req2 = {req2[DELAY-1:0],1'b1};
      end
      3'b000: begin
        req0 = {req0[DELAY-1:0],1'b0};
        req1 = {req1[DELAY-1:0],1'b0};
        req2 = {req2[DELAY-1:0],1'b0};
      end
    endcase
  end
endmodule
==> ./run.sh <==
#!/bin/bash
# OpenROAD 26Q1-2900-gdf79404cd8, Yosys 0.63+post, stock flow scripts
make -C /OpenROAD-flow-scripts/flow DESIGN_CONFIG=/design/flow/config.mk WORK_HOME=/design/flow/orfs finish
==> ./config.mk <==
export PLATFORM = sky130hd
export DESIGN_NAME = rr_arbiter2
export DESIGN_NICKNAME = rr_arbiter2
export VERILOG_FILES = /design/flow/design.v
export SDC_FILE = /design/flow/constraint.sdc
export NUM_CORES = 4
export LEC_CHECK = 1
export CORE_AREA = 10 10 70 70
export DIE_AREA = 0 0 80 80
==> ./constraint.sdc <==
current_design rr_arbiter2

set clk_period 3.5
set clk_io_pct 0.2

create_clock -name clk0 -period $clk_period [get_ports {clk}]

set non_clock_inputs [all_inputs -no_clocks]
set_input_delay [expr $clk_period * $clk_io_pct] -clock clk0 $non_clock_inputs
set_output_delay [expr $clk_period * $clk_io_pct] -clock clk0 [all_outputs]
==> Slide: Implementation Results <==
Flow Results at a Glance

Placement
  – Final weighted congestion of routability-driven global placement: 0.676
  – Number of port buffers: 6

Setup path
  – Origin of the critical flop-to-flop path: gnt_int[0]
  – Biggest fanout along the worst timing path: 5
  – Cell family with most CP delay: buffers and inverters
  – WP data arrival: 1680 ps
  – Slowest cell on the critical path: sky130_fd_sc_hd__clkdlybuf4s50_1
  – Required time of the worst setup path: 3370 ps
  – Crit. End Element: flop
  – Path type of the worst setup path: in -> reg
  – Worst reg-to-reg setup slack: 1830 ps
  – Terminus of the critical flop-to-flop path: gnt_int[2]
  – Highest cell delay on the worst timing path: 500 ps
  – Cells on worst reg2reg path: 3
  – Kind of start point of the critical path: input pin
  – CP bufs+invs: 1
  – Worst path cell trace: clkdlybuf4s50_1 -> o31ai_1

Cells and area
  – End-of-flow core utilization: 0.150
  – Syn-to-layout area delta: 21.7%
  – Gate Area: 144 sq um
  – Number of fillers in the final layout: 390
  – Seq. cell area: 225 sq um
  – Dominant logic cell types in the final layout: 9 x sky130_fd_sc_hd__dlxtn_1, 6 x sky130_fd_sc_hd__clkdlybuf4s50_1, 3 x sky130_fd_sc_hd__nor2_1, 3 x sky130_fd_sc_hd__clkbuf_4, 3 x sky130_fd_sc_hd__edfxtp_1
  – Most common cell after layout, fill and taps aside: sky130_fd_sc_hd__dlxtn_1
  – Share of layout cells above drive strength 1: 0.200

Floorplanning
  – Floorplan row count: 21
  – DIE AREA: 6400 sq um
  – Horizontal extent of the die: 80 um
  – Area of the core: 3420 sq um
  – Die y size: 80 um
  – Starting density of the core: 0.123
  – Top Ports: 7

Route
  – Top routing layer used: met4
  – Total number of vias: 255
  – Number of diodes: 0
  – DR WL met3: 84 um
  – Initial detailed-routing violation count: 19
  – Final routed wirelength across all metal layers: 647 um
  – Vias/cell: 2.97
  – DRC Markers: 0
  – Residual antenna-violating net count after detailed routing: 0
  – Average wire length per cell after detail routing: 7.52 um
  – Routed length on met1: 328 um
  – Iteration tally of the first detailed-router pass: 4
  – Met2 layer wire length in the routed design: 194 um

Logic synthesis
  – Area of the synthesized netlist per yosys stat: 422 sq um
  – Count of unique library cells instantiated by Yosys: 17
  – Cell total in the yosys stat output: 36
  – Netlist Area Pre-Place: 422 sq um
  – Average instance area after synthesis: 11.7 sq um
  – Synthesized flop and latch total: 12
  – Cell count after synthesis: 36
  – Number of warning messages in the yosys log: 1

Min path
  – Worst hold path depth: 3
  – Hold endpoint: gnt_int[0]
  – Launch instance of the worst min-delay path: gnt_int[2]
  – Class of the tightest hold or removal check: reg -> reg

Power and ir drop
  – Net Sw Power: 0.000105 W
  – Comb power frac: 0.302
  – Power density over the cells: 591 nW/um^2
  – Internal power contribution: 0.000199 W
  – Clock network fraction of design power: 0.197
  – Max rail drop VDD: 0.221 mV
  – Sequential group share of total power: 0.500
  – Switching power as a share of total power: 0.345
  – Total leakage power: 0.182 nW

Timing
  – Transition time at the pin with the least slew margin: 534 ps
  – Largest clock skew in the final design: 0.0649 ps
  – F_max: 0.555 GHz
  – Share of the clock period used by the worst path after layout: 0.515
  – Endpoints failing setup: 0
  – Total count of hold-check failures in the final report: 0
  – Register pins left without a clock: 9
  – Number of max-slew violations in the final report: 0
  – Final critical delay including setup and external delays: 1800 ps
  – Tightest slew margin relative to the limit: 0.643
  – Number of unconstrained endpoints: 12
  – Summed negative setup slack over all endpoints: 0 ps
  – Unrepaired setup endpoints after global routing: false

Clock tree
  – Clock transition time at the flip-flop clock pins of the worst setup and hold paths: 40 ps
  – Number of post-CTS setup repair buffers: 0
  – Clock tree from TritonCTS: done
  – Max clock buf depth: 2
  – Maximum level of the CTS H-tree: 1
  – Clock insertion delay at the later pin of the skew report: 230 ps
  – Library cell used as clock root buffer: sky130_fd_sc_hd__clkbuf_4
  – Hold_buf cts: 0
  – Number of CTS-inserted buffers: 3
  – # resized after CTS: 0

Run
  – Number of warning messages in the logs: 25
  – Max-cap viol count: 0

Global route
  – First-pass GRT wire length: 1060 um
  – Global router's overall resource usage: 0.0196
  – Antenna violations before repair: 0
  – Largest net degree at the start of global routing: 11
  – Total grt overflow: 0
  – Number of global-route vias before repair: 240

Status
  – Outcome: finished clean
[worst max-delay path by stage]
stage	from	end	cells past startpoint
CTS	req[1]	gnt_int[0]	2
global route	req[1]	gnt_int[0]	2
finish	req[1]	gnt_int[2]	2
[state kept, by name, summed over array words and instances (netlist names)]
signal / flops
req2: 3
req1: 3
gnt_int: 3
req0: 3
[power groups by stage]
| stage | combinational (W) | clock (W) | sequential, W |
|---|---|---|---|
| after CTS | 0.0000918 | 0.0000635 | 0.000151 |
| after global routing | 0.000103 | 0.0000667 | 0.000157 |
| final | 0.0000916 | 0.0000599 | 0.000152 |
[through the flow]
stage	setup WS [ps]	instances	hold slack [ps]	area, sq um	power, W
after global placement	1520	82	935	487	0.000238
after CTS	1720	86	957	513	0.000307
after floorplan	2070	36	809	422	0.000241
after global routing	1630	86	1030	513	0.000327
after detailed placement	1470	82	945	487	0.000243
final	1700	86	961	513	0.000303
[layer usage]
metal  GRT usage  vias up
met4      0.0158        0
met3     0.00568        2
li1            -      133
met2      0.0201       17
met5           0        -
met1      0.0305      103
[worst reg2reg max path, delay by kind of cell, from the launching register on]
kind            cells  cell delay [ps]
simple gates        2              580
flops               1              560
compound gates      1              240
[final cells by class]
class,count,share of cell area
multi-input combinational,18,0.280
tap,46,0.112
sequential,12,0.439
clock buffer,4,0.0512
timing repair buffer,6,0.117
[synthesized netlist by cell type]
cell type,count,area share
sky130_fd_sc_hd__nor3b_1,1,0.018
sky130_fd_sc_hd__nor4b_2,1,0.036
sky130_fd_sc_hd__nor2b_1,1,0.015
sky130_fd_sc_hd__edfxtp_1,3,0.21
sky130_fd_sc_hd__o31a_1,2,0.042
sky130_fd_sc_hd__nor3b_4,1,0.045
sky130_fd_sc_hd__and2_1,1,0.015
sky130_fd_sc_hd__a21o_2,1,0.021
sky130_fd_sc_hd__dlxtn_1,9,0.32
sky130_fd_sc_hd__o31ai_1,1,0.018
sky130_fd_sc_hd__a21oi_1,2,0.024
sky130_fd_sc_hd__nor3_1,1,0.012
sky130_fd_sc_hd__buf_6,2,0.053
sky130_fd_sc_hd__buf_4,4,0.071
sky130_fd_sc_hd__nor2_1,3,0.027
sky130_fd_sc_hd__o21ai_0,1,0.012
sky130_fd_sc_hd__nor4_2,2,0.059
[cell families (layout without fill, tap and decap cells)]
family                 after synthesis  in the layout  share of synthesized area
buffers and inverters                6             10                      0.125
latches                              9              9                      0.320
and+or+nand+nor                     11             11                      0.226
DFF                                  3              3                      0.214
AOI/OAI and AO/OA                    7              7                      0.116
Power figures rest on the tool's default switching activity, not on a simulated workload.
